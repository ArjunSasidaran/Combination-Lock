## design.v

```verilog
module combo_lock(Alarm,New,Open,Clock,Change,Enter,Reset,Password);
	input Clock,Reset,Change,Enter,Password;
	output Alarm,New,Open;
	reg[2:0]y,Y;
	parameter A= 3'b000, B = 3'b001, C = 3'b010, D = 3'b011, E = 3'b100;  
	always @(y,Enter,Change,Password)
	begin
		case(y)
			A: if(Password == 1 & Enter == 1)
					Y = B;
				else if (Password == 1 & Change == 1)
					Y = E;
				else if (Password == 0 & Enter == 1)
					Y = C;
				else
					Y = A;
			B: if (Enter == 1)
					Y = A;
				else
					Y = B;
			C: if (Password == 1 & Enter == 1)
					Y = B;
				else if (Password == 0 & Enter == 1)
					Y = D;
				else
					Y = C;
			D: Y = D;
			E: if (Enter == 1 | Change == 1)
					Y = A;
				else
					Y = E;
			default: Y = 3'bxxx;
		endcase
	end
	always @(posedge Clock, negedge Reset)
	begin
		if(Reset == 0)
			y <= A;
		else
			y <= Y;
	end	
	assign Open = (y == B);
	assign New = (y == E);
	assign Alarm = (y == D);
endmodule
```

## config.mk

```make
export PLATFORM = sky130hd
export DESIGN_NAME = combo_lock
export DESIGN_NICKNAME = combo_lock
export VERILOG_FILES = /design/flow/design.v
export SDC_FILE = /design/flow/constraint.sdc
export NUM_CORES = 4
export LEC_CHECK = 1
export CORE_AREA = 10 10 70 70
export DIE_AREA = 0 0 80 80
```

## constraint.sdc

```tcl
current_design combo_lock

set clk_period 1.1
set clk_io_pct 0.2

create_clock -name clk0 -period $clk_period [get_ports {Clock}]

set non_clock_inputs [all_inputs -no_clocks]
set_input_delay [expr $clk_period * $clk_io_pct] -clock clk0 $non_clock_inputs
set_output_delay [expr $clk_period * $clk_io_pct] -clock clk0 [all_outputs]
```

## run.sh

```bash
#!/bin/bash
# OpenROAD 26Q1-2900-gdf79404cd8, Yosys 0.63+post, stock flow scripts
make -C /OpenROAD-flow-scripts/flow DESIGN_CONFIG=/design/flow/config.mk WORK_HOME=/design/flow/orfs finish
```

==> GITHUB_STEP_SUMMARY <==
## PnR job results

| Metric | Value |
|---|---|
| Run status | complete, no violations |
| Seq share, synth | 58.4% |
| Worst R2R Path Depth | 3 |
| Via count | 192 |
| Synth-to-layout area growth | 85.0% |
| Num rows | 21 |
| Met1 global-route usage | 1.94% |
| Sw Share | 22.5% |
| Syn avg cell area | 11.4 sq um |
| R2r setup slk | 150 ps |
| Top-area cell type share of the netlist area | 46.2% |
| VDD IR max | 0.402 mV |
| Die height | 80 um |
| Top Registers | y x5 |
| WHS | 197 ps |
| DRC Markers | 0 |
| CTS Buf Count | 3 |
| Post-synth top cells | dfrtp_1 (4), inv_1 (2) |
| Router iterations before antenna repair | 2 |
| Boundary Pins | 8 |
| Crit path largest cell delay | 380 ps |
| Setup CP Type | register to output pin |
| Number of vias per cell | 2.40 |
| CTS tree | yes |
| Met2 GRT Util | 2.09% |
| Total gr overflow | 0 |
| H-tree levels | 1 |
| Worst-path cell chain | clkdlybuf4s15_1 |
| Net Sw Power | 119 uW |
| Ant. Diodes | 0 |
| CP Capture Type | output pin |
| Most frequent cell after synthesis | dfrtp_1 |
| CP Data Required Time | 880 ps |
| Clk ins delay skew pair | 240 ps |
| Root Buffer | clkbuf_4 |
| Initial antenna violation count | 0 |
| Top cells by area | dfrtp_1 (46%), dfstp_2 (12%), nor4bb_1 (4.6%) |
| Vias in the first global route | 189 |
| Cell Area, Synth | 216 sq um |
| Largest reg by FF count | y |
| Non-Filler Instances | 80 |
| Ys Warns | 1 |
| 1st-iter DRT viols | 3 |
| R2r startpoint | y[1]$_DFF_PN0_ |
| WP buf/inv | 1 |
| Cell variety after synth | 15 |
| Slew margin rel. | 84.8% |
| Inst Count DP | 76 |
| Per-cell routed wire length | 6.99 um |
| Synthesis area per yosys | 216 sq um |
| Slew @ Worst Pin | 225 ps |
| Setup TNS | 0 ps |
| Total GRT Usage | 1.74% |
| Clock power share | 39.6% |
| Final Wtd Congestion | 0.647 |
| Post-CTS Setup Inserts | 0 |
| Clk slew on worst S/H paths | 40 ps |
| Clk buf depth | 2 |
| Critical Path Slowest Stage Cell | dfrtp_1 |
| Critical path's top delay family | flip-flops |
| Grt met3 use | 2.16% |
| Reg-to-Reg End | y[0]$_DFF_PN1_ |
| Clock Skew | 2.57 ps |
| Fin crit share | 93.5% |
| Tmin final | 1030 ps |
| Worst setup SP type | register |
| Die width | 80 um |
| CTS Sinks | 5 |
| Log Warnings | 25 |
| Die area | 0.00640 sq mm |
| Most common flop cell mapped by yosys | dfrtp_1 |
| Flops after synth | 5 |
| Comb pwr share | 17.1% |
| Final hold vios | 0 |
| Slew Limit Fails | 0 |
| MaxCap Viol Count | 0 |
| Layout fillers | 405 |
| Routed WL | 559 um |
| Largest net degree at the start of global routing | 8 |
| CORE AREA | 0.00342 sq mm |
| Fmax achieved | 973 MHz |
| Count of library flops with an enable pin | 0 |
| Static leakage | 0.159 nW |
| Power per cell area | 1330 mW/mm^2 |
| Port bufs | 7 |
| DRT antenna net count | 0 |
| Mapped Cells | 19 |
| CP Max Fanout | 2 |
| Pint | 412 uW |
| Layout cells sized above 1 | 23.5% |
| First-pass GRT wire length | 862 um |
| Post-synth top area cell | dfrtp_1 |
| Critical Path AT | 810 ps |
| Reg power frac | 43.2% |
| Final Setup Violations | 0 |
| Async SR Flop Fraction | 100% |
| HP Class | input port to async pin |
| Post-DP HPWL | 472 um |
| RSZ-0062 raised after global routing | false |
| Init Core Util | 6.34% |
| GRT Max-Usage Layer | met3 |
| Ys cells | 19 |
| Max reg flops | 5 |
-- power groups by stage --
stage	clock network [mW]	logic [mW]	registers (mW)
4_1_cts	0.220	0.0915	0.230
5_1_grt	0.231	0.102	0.234
6_report	0.211	0.0910	0.230
-- layout make-up --
| type | instances | area [sq um] | area share, % |
|---|---|---|---|
| inverters | 2 | 7.51 | 1.88 |
| multi-input cells | 12 | 82.6 | 20.6 |
| flip-flops and latches | 5 | 126 | 31.6 |
| well taps | 46 | 57.6 | 14.4 |
| repair buffers | 11 | 100 | 25.0 |
| clock buffers | 4 | 26.3 | 6.56 |
-- placed cells by master, fill, tap and decap left out --
| cell | count |
|---|---|
| a211oi_1 | 1 |
| nor4bb_1 | 1 |
| dfrtp_1 | 4 |
| clkbuf_4 | 3 |
| nor3_1 | 1 |
| a21o_1 | 1 |
| a22o_1 | 1 |
| dfstp_2 | 1 |
| nand3_1 | 1 |
| clkbuf_1 | 1 |
| o211ai_1 | 1 |
| buf_4 | 4 |
| clkdlybuf4s15_1 | 3 |
| inv_1 | 2 |
| and2b_1 | 1 |
| nor3b_1 | 1 |
| clkdlybuf4s50_1 | 4 |
| nand2b_1 | 1 |
| o21ai_0 | 1 |
| a21oi_1 | 1 |
-- worst max-delay path by stage --
stage	from	depth (start not counted)	endpoint	slack, ps
after global routing	y[3]$_DFF_PN0_	1	Open	20
after CTS	y[3]$_DFF_PN0_	1	Open	0.9
final	y[1]$_DFF_PN0_	1	New	70
-- per-stage QoR --
| step | cell area [sq um] | utilization, % | setup WS [ps] | power [mW] |
|---|---|---|---|---|
| finish | 400 | 11.7 | 71.9 | 0.531 |
| CTS | 398 | 11.6 | 0.929 | 0.541 |
| global route | 400 | 11.7 | 21.9 | 0.568 |
| global placement | 374 | 11.0 | -147 | 0.331 |
| floorplan | 216 | - | 308 | 0.256 |
| detailed placement | 374 | 11.0 | -149 | 0.333 |
-- kinds of logic (layout without fill, tap and decap cells) --
kind of cell / after synthesis / after routing / share of synthesized area, %
simple gates: 6 / 6 / 19.1
flops: 5 / 5 / 58.4
compound gates: 6 / 6 / 19.1
buf+inv: 2 / 17 / 3.47
-- what timing repair did --
item                       4_1_cts  5_1_grt
setup endpoints to repair        3        2
resized                          4        2
hold buffers                     0        0
-- metal layers --
metal  up-vias  wire (um)
met5         -          0
met4         0          0
met3         0         94
met2         7        222
met1        85        242
li1        100          -
Power is estimated from default activity; no workload was simulated.
